===== design.v =====
module fulladder16(A, B, SUM, CO);
   input  [15:0] A, B;
   output [15:0] SUM;
   output       CO;
   wire [2:0]   carry;
   add4 a40(A[3:0], B[3:0],         1'b0, SUM[3:0],   carry[0]);
   add4 a41(A[7:4], B[7:4],     carry[0], SUM[7:4],   carry[1]);
   add4 a42(A[11:8], B[11:8],   carry[1], SUM[11:8],  carry[2]);
   add4 a43(A[15:12], B[15:12], carry[2], SUM[15:12], CO);
endmodule
module add1(
            A,
            B,
            CI,
            Sum,
            P,
            G
            );
   input A, B, CI;
   output Sum, G, P;
   assign Sum = A ^ B ^ CI;
   assign G   = A & B;
   assign P   = A | B;
endmodule  
module add4(
            A,                   
            B,                   
            CI,                  
            Sum,                 
            CO,                  
            Pgroup,              
            Ggroup               
            );
   input [3:0] A, B;
   input       CI;
   output [3:0] Sum;
   output       CO, Ggroup, Pgroup;
   wire [3:0]   G, P;
   wire [4:1]   C;
   add1 a0(A[0], B[0],   CI, Sum[0], P[0], G[0]);
   add1 a1(A[1], B[1], C[1], Sum[1], P[1], G[1]);
   add1 a2(A[2], B[2], C[2], Sum[2], P[2], G[2]);
   add1 a3(A[3], B[3], C[3], Sum[3], P[3], G[3]);   
   cla_logic clo (CI, P, G, C, Ggroup, Pgroup);
   assign CO = C[4];
endmodule  
module cla_logic(
                 CI,
                 P,
                 G,
                 C,
                 Ggroup,
                 Pgroup);
   input CI;
   input [3:0] P, G;
   output [4:1] C;
   output       Ggroup, Pgroup;
   assign C[1] = G[0] | P[0] & CI;
   assign C[2] = G[1] | P[1] & C[1];
   assign C[3] = G[2] | P[2] & C[2];
   assign C[4] = G[3] | P[3] & C[3];
   assign Ggroup = G[3] | P[3]&G[2] | P[3]&P[2]&G[1] | P[3]&P[2]&P[1]&G[0];
   assign Pgroup = P[3]&P[2]&P[1]&P[0];
endmodule  

===== run.sh =====
#!/bin/bash
# OpenROAD 26Q1-2900-gdf79404cd8, Yosys 0.63+post, stock flow scripts
make -C /OpenROAD-flow-scripts/flow DESIGN_CONFIG=/design/flow/config.mk WORK_HOME=/design/flow/orfs finish

===== constraint.sdc =====
current_design fulladder16

set clk_period 5.1
set clk_io_pct 0.2

create_clock -name clk0 -period $clk_period

set non_clock_inputs [all_inputs -no_clocks]
set_input_delay [expr $clk_period * $clk_io_pct] -clock clk0 $non_clock_inputs
set_output_delay [expr $clk_period * $clk_io_pct] -clock clk0 [all_outputs]

===== config.mk =====
export PLATFORM = sky130hd
export DESIGN_NAME = fulladder16
export DESIGN_NICKNAME = fulladder16
export VERILOG_FILES = /design/flow/design.v
export SDC_FILE = /design/flow/constraint.sdc
export NUM_CORES = 4
export LEC_CHECK = 1
export CORE_AREA = 10 10 73 73
export DIE_AREA = 0 0 83 83

==> impl_metrics.tcl <==
# yosys + openroad results
set metrics [dict create \
    chip_area_um2 6890 \
    seq_total_area_yosys 0 \
    critPathArrivalTime_ns 6.70 \
    top_level_ports 49 \
    die_y_um 83 \
    grt_first_pass_wirelength_mm 2.52 \
    drv_cap 0 \
    wl_per_cell_um 14.0 \
    globalRoute.totalOverflow 0 \
    powerDensity_nw_per_um2 106 \
    detail_route.drc_violations 0 \
    timing.final.max_slew_violations 0 \
    drt-pass1-iter-count 1 \
    worst_slew_margin_rel 0.919 \
    category_of_the_worst_setup_path_launch_point "primary input" \
    area.combinational_um2 363 \
    critPathCaptureType "primary output" \
    post-cts-setup-buffer-count 0 \
    synth_compound_gate_area_share 0 \
    mux_area_share 0 \
    synth_cell_types 3 \
    core_region_area_um2 3740 \
    sequential_cell_total 0 \
    detailedRoute.firstIterationViolations 0 \
    critPathMaxFanout 1 \
    synth.cellmix.simpleShare 0 \
    wirelength_mm 1.58 \
    fmaxAchievable_mhz 130 \
    path_buffers 2 \
    crit_family "adder cells" \
    track_usage 0.0441 \
    warning_total_across_the_stage_logs 35 \
    detail_route.vias_per_cell 3.18 \
    post_synth_fa_ha_maj_area_fraction 0.723 \
    sequential_cell_area_um2 0 \
    worst_path_cell_chain "buf_6 -> ha_4 -> fa_2 -> fa_2 -> fa_2 -> fa_2 -> fa_2 -> fa_2 -> fa_2 -> fa_2 -> fa_2 -> fa_2 -> fa_2 -> fa_2 -> fa_2 -> fa_2 -> fa_2 -> buf_2" \
    die-width_um 83 \
    outcome "finished, violations left" \
    syn-instance-count 32 \
    failed_checks "setup timing" \
    rsz_0062_raised_after_global_routing "yes" \
    num_antenna_cells 0 \
    drive_above_1_share 0.446 \
    maximum_number_of_pins_on_one_net_before_global_route_repair 2 \
    yosysWarningCount 0 \
    layout_setup_ws_ns -2.62 \
    final_design_area_no_fill_um2 872 \
    critical_path.slowest_cell "fa_2" \
    fillerInstances 406 \
    combinational_family_with_the_most_area_after_synthesis "adder cells" \
    worst-slew-pin-transition_ns 0.122 \
    chip_area_line_of_the_yosys_report_um2 433 \
    delay_of_the_slowest_cell_on_the_worst_path_ns 0.52 \
    power.ir.vdd_worst_uv 37.7 \
    flow.area_growth_from_synthesis_pct 101 \
    xor_and_xnor_area_share_after_synthesis 0 \
    n_clock_buffer 0 \
    leakage_nw 0.309 \
    antenna_violating_nets_post_route 0 \
    routed-via-count 359 \
    antenna_violations_before_repair 0 \
    cp.required_ns 4.08 \
    grt_pass1_vias 441 \
    gp_congestion 0.880 \
    post_route_minimum_period_ns 7.72 \
    fp_util 0.116 \
    synthesis.area_um2 433 \
    worstSetupPathType "in -> out" \
    row_count 22 \
    final_min_period_over_clock_period 1.51 \
    critPathMostFrequentCell "fa_2" \
    worst_hold_path_type "in -> out" \
    setup-tns-final_ns -13.74 \
    yosysCellCount 32 \
    placed_area_um2 911 \
    port-buffer-count 49 \
    syn-mean-instance-area_um2 13.5 \
    setup_violations 9 \
    timing.final.hold_violations 0 \
]
-- Yosys cell counts --
library cell | instances | area [µm²]
buf_4 | 16 | 120
fa_1 | 15 | 300
ha_1 | 1 | 12.5
-- layout by cell type (no fill, tap or decap), drive strengths merged --
cell type,synthesis,routed
buf,16,12
dlygate4sd2,0,1
ha,1,1
clkdlybuf4s50,0,34
fa,15,15
clkbuf,0,1
clkdlybuf4s15,0,1
-- stage by stage --
stage | cells | util | total power, mW | worst slack [ns] | hold slack, ns
floorplan | 32 | - | 0.0498 | -2.38 | 2.15
global placement | 113 | 0.243 | 0.109 | -3.34 | 3.11
detailed placement | 113 | 0.243 | 0.109 | -3.35 | 3.11
CTS | 113 | 0.230 | 0.0938 | -3.12 | 2.69
global route | 113 | 0.233 | 0.107 | -2.73 | 2.70
finish | 113 | 0.233 | 0.0928 | -2.62 | 2.68
-- power by group --
| part | internal, mW | switching, mW |
|---|---|---|
| combinational | 0.0653 | 0.0276 |
| sequential | 0 | 0 |
| clock | 0 | 0 |
| total | 0.0653 | 0.0276 |
-- worst paths after layout --
| check | slack, ns | from | endpoint | cells after the start |
|---|---|---|---|---|
| max | -2.62 | B[0] | SUM[15] | 18 |
| min | 2.68 | A[0] | SUM[0] | 3 |
-- area by class of cell --
| type | instances | share of cell area |
|---|---|---|
| multi-input combinational | 16 | 0.416 |
| tap | 48 | 0.0689 |
| timing repair buffer | 49 | 0.515 |
-- what timing repair did --
item / 4_1_cts / 5_1_grt
endpoints found under the setup margin: 11 / 10
gates resized: 46 / 5
hold buffers: 0 / 0
pin swaps: 16 / 15
-- kinds of logic (layout without fill, tap and decap cells) --
family	count (synthesis)	in the layout
buffers and inverters	16	49
adder cells (fa/ha/maj)	16	16
-- tightest hold or removal path, cell delays in order --
cell             delay, ns
buf_6                 0.07
ha_4                  0.10
clkdlybuf4s50_1       0.46
-- per-layer routing --
metal | track usage | routed length (µm) | vias up | share of wire
met5 | 0 | 0 | - | 0
met4 | 0 | 0 | 0 | 0
met3 | 0.0531 | 438 | 0 | 0.28
met2 | 0.0468 | 476 | 49 | 0.30
met1 | 0.0569 | 665 | 163 | 0.42
li1 | - | - | 147 | -
Power figures rest on the tool's default switching activity, not on a simulated workload.
