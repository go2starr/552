`flow/config.mk`:
```
export PLATFORM = sky130hd
export DESIGN_NAME = ALU
export DESIGN_NICKNAME = ALU
export VERILOG_FILES = /design/flow/design.v
export SDC_FILE = /design/flow/constraint.sdc
export NUM_CORES = 4
export LEC_CHECK = 1
export CORE_UTILIZATION = 40
```
`flow/constraint.sdc`:
```
current_design ALU

set clk_period 7.7
set clk_io_pct 0.2

create_clock -name clk0 -period $clk_period

set non_clock_inputs [all_inputs -no_clocks]
set_input_delay [expr $clk_period * $clk_io_pct] -clock clk0 $non_clock_inputs
set_output_delay [expr $clk_period * $clk_io_pct] -clock clk0 [all_outputs]
```
`flow/design.v`:
```
module mux16_2_1(
                 in1,            
                 in2,            
                 s,              
                 out             
                 );
   input [15:0] in1, in2;
   input        s;
   output [15:0] out;
   assign out = s ? in2 : in1;
endmodule  
module shift1(
              in,                
              op,                
              out
              );
   input [15:0] in;
   input [1:0]  op;
   output reg [15:0] out;
   parameter OP_ROL = 0;             
   parameter OP_SLL = 1;             
   parameter OP_ROR = 2;             
   parameter OP_ASR = 3;             
   always @(*) begin
      case (op)
        OP_ROL: begin
           out[15:1] = in[14:0];
           out[0]    = in[15];
        end
        OP_SLL: begin
           out[15:1] = in[14:0];
           out[0]    = 0;
        end
        OP_ROR: begin
           out[14:0] = in[15:1];
           out[15]   = in[0];
        end
        OP_ASR: begin
           out[14:0] = in[15:1];
           out[15]   = in[15];
        end        
      endcase  
   end
endmodule  
module shift16(
               In,               
               Cnt,              
               Op,               
               Out               
               );
   input [15:0] In;
   input [3:0]  Cnt;
   input [1:0]  Op;
   output [15:0] Out;
   wire [15:0] l3, sl3,          
               l2, sl2,          
               l1, sl1,          
               l0, sl0;          
   shift8 s8 (l3, Op, sl3);
   shift4 s4 (l2, Op, sl2);
   shift2 s2 (l1, Op, sl1);
   shift1 s1 (l0, Op, sl0);
   assign l3 = In;
   mux16_2_1 m3 (l3, sl3, Cnt[3], l2);
   mux16_2_1 m2 (l2, sl2, Cnt[2], l1);
   mux16_2_1 m1 (l1, sl1, Cnt[1], l0);
   mux16_2_1 m0 (l0, sl0, Cnt[0], Out);   
endmodule  
module shift2(
              in,                
              op,                
              out
              );
   input [15:0] in;
   input [1:0]  op;
   output reg [15:0] out;
   parameter OP_ROL = 0;             
   parameter OP_SLL = 1;             
   parameter OP_ROR = 2;             
   parameter OP_ASR = 3;             
   always @(*) begin
      case (op)
        OP_ROL: begin
           out[15:2] = in[13:0];
           out[1:0]  = in[15:14];
        end
        OP_SLL: begin
           out[15:2] = in[13:0];
           out[1:0]  = 0;
        end
        OP_ROR: begin
           out[13:0]  = in[15:2];
           out[15:14] = in[1:0];
        end
        OP_ASR: begin
           out[13:0] = in[15:2];
           out[15]   = in[15];
           out[14]   = in[15];
        end        
      endcase  
   end
endmodule  
module shift4(
              in,                
              op,                
              out
              );
   input [15:0] in;
   input [1:0]  op;
   output reg [15:0] out;
   parameter OP_ROL = 0;             
   parameter OP_SLL = 1;             
   parameter OP_ROR = 2;             
   parameter OP_ASR = 3;             
   always @(*) begin
      case (op)
        OP_ROL: begin
           out[15:4] = in[11:0];
           out[3:0]  = in[15:12];
        end
        OP_SLL: begin
           out[15:4] = in[11:0];
           out[3:0]  = 0;
        end
        OP_ROR: begin
           out[11:0]  = in[15:4];
           out[15:12] = in[3:0];
        end
        OP_ASR: begin
           out[11:0] = in[15:4];
           out[15]   = in[15];
           out[14]   = in[15];
           out[13]   = in[15];
           out[12]   = in[15];
        end        
      endcase  
   end
endmodule  
module shift8(
              in,                
              op,                
              out
              );
   input [15:0] in;
   input [1:0]  op;
   output reg [15:0] out;
   parameter OP_ROL = 0;             
   parameter OP_SLL = 1;             
   parameter OP_ROR = 2;             
   parameter OP_ASR = 3;             
   always @(*) begin
      case (op)
        OP_ROL: begin
           out[15:8] = in[7:0];
           out[7:0]  = in[15:8];
        end
        OP_SLL: begin
           out[15:8] = in[7:0];
           out[7:0]  = 0;
        end
        OP_ROR: begin
           out[7:0]  = in[15:8];
           out[15:8] = in[7:0];
        end
        OP_ASR: begin
           out[7:0] = in[15:8];
           out[15]   = in[15];
           out[14]   = in[15];
           out[13]   = in[15];
           out[12]   = in[15];
           out[11]   = in[15];
           out[10]   = in[15];
           out[9]    = in[15];
           out[8]    = in[15];                                 
        end        
      endcase  
   end
endmodule  
module ALU (
            A,                   
            B,                   
            Cin,                 
            Op,                  
            invA,                
            invB,                
            sign,                
            Out,                 
            OFL,                 
            Zero                 
            );
   input [15:0] A, B;
   input        Cin;
   input [2:0]  Op;
   input        invA, invB, sign;
   output reg [15:0] Out;
   output            OFL, Zero;
   parameter OP_ROL = 0;
   parameter OP_SLL = 1;
   parameter OP_ROR = 2;
   parameter OP_SRA = 3;
   parameter OP_ADD = 4;
   parameter OP_OR  = 5;
   parameter OP_XOR = 6;
   parameter OP_AND = 7;
   wire [15:0]   opA, opB;
   wire [15:0]   shifter_Out;
   wire [15:0]   add_Sum;
   wire          add_CO, add_P, add_G;
   wire          OFL_signed, OFL_unsigned;
   shift16 shifter (opA, opB[3:0], Op[1:0], shifter_Out);
   add16   adder   (opA, opB, Cin, add_Sum, add_CO, add_G, add_P);
   assign opA = invA ? ~A : A;   
   assign opB = invA ? ~B : B;   
   assign OFL_signed = ( opA[15] &  opB[15] & ~add_Sum[15]) |   
                       (~opA[15] & ~opB[15] &  add_Sum[15]);    
   assign OFL_unsigned = add_CO;
   assign OFL = sign ? OFL_signed : OFL_unsigned;
   assign Zero = ~(|(Out)) && (Op == OP_ADD || ~Op[1]);  
   always @(*) begin
      case (Op)
        OP_ROL: Out = shifter_Out;
        OP_SLL: Out = shifter_Out;
        OP_ROR: Out = shifter_Out;
        OP_SRA: Out = shifter_Out;
        OP_ADD: Out = add_Sum;
        OP_OR:  Out = opA | opB;
        OP_XOR: Out = opA ^ opB;
        OP_AND: Out = opA & opB;
        default:
          Out = 16'hbadadd;
      endcase
   end
endmodule  
module add1(
            A,
            B,
            CI,
            Sum,
            P,
            G
            );
   input A, B, CI;
   output Sum, G, P;
   assign Sum = A ^ B ^ CI;
   assign G   = A & B;
   assign P   = A | B;
endmodule  
module add16(
            A,                   
            B,                   
            CI,                  
            Sum,                 
            CO,                  
            Ggroup,              
            Pgroup               
            );
   input [15:0] A, B;
   input       CI;
   output [15:0] Sum;
   output       CO, Ggroup, Pgroup;
   wire [3:0]   G, P;
   wire [4:1]   C;
   wire [3:0]   COX;              
   add4 a0 (A[3:0],   B[3:0],     CI, Sum[3:0],   COX[0], P[0], G[0]);
   add4 a1 (A[7:4],   B[7:4],   C[1], Sum[7:4],   COX[1], P[1], G[1]);
   add4 a2 (A[11:8],  B[11:8],  C[2], Sum[11:8],  COX[2], P[2], G[2]);
   add4 a3 (A[15:12], B[15:12], C[3], Sum[15:12], COX[3], P[3], G[3]);   
   cla_logic clo (CI, P, G, C, Ggroup, Pgroup);
   assign CO = C[4];
endmodule  
module add4(
            A,                   
            B,                   
            CI,                  
            Sum,                 
            CO,                  
            Pgroup,              
            Ggroup               
            );
   input [3:0] A, B;
   input       CI;
   output [3:0] Sum;
   output       CO, Ggroup, Pgroup;
   wire [3:0]   G, P;
   wire [4:1]   C;
   add1 a0(A[0], B[0],   CI, Sum[0], P[0], G[0]);
   add1 a1(A[1], B[1], C[1], Sum[1], P[1], G[1]);
   add1 a2(A[2], B[2], C[2], Sum[2], P[2], G[2]);
   add1 a3(A[3], B[3], C[3], Sum[3], P[3], G[3]);   
   cla_logic clo (CI, P, G, C, Ggroup, Pgroup);
   assign CO = C[4];
endmodule  
module cla_logic(
                 CI,
                 P,
                 G,
                 C,
                 Ggroup,
                 Pgroup);
   input CI;
   input [3:0] P, G;
   output [4:1] C;
   output       Ggroup, Pgroup;
   assign C[1] = G[0] | P[0] & CI;
   assign C[2] = G[1] | P[1] & C[1];
   assign C[3] = G[2] | P[2] & C[2];
   assign C[4] = G[3] | P[3] & C[3];
   assign Ggroup = G[3] | P[3]&G[2] | P[3]&P[2]&G[1] | P[3]&P[2]&P[1]&G[0];
   assign Pgroup = P[3]&P[2]&P[1]&P[0];
endmodule  
```
`flow/run.sh`:
```
#!/bin/bash
# OpenROAD 26Q1-2900-gdf79404cd8, Yosys 0.63+post, stock flow scripts
make -C /OpenROAD-flow-scripts/flow DESIGN_CONFIG=/design/flow/config.mk WORK_HOME=/design/flow/orfs finish
```
==> results_dict.tcl <==
# implementation run metrics
set metrics [dict create \
    setup_viol 0 \
    final_hold_viol_count 0 \
    max_freq_ghz 0.1337 \
    max-slew-margin-rel_pct 30.32 \
    yosys_warnings 6 \
    comb_power_share_pct 100.0 \
    whs_ns 4.065 \
    n_antenna_cell 0 \
    netlist_instances 776 \
    drc_errors 0 \
    cp_max_fo 2 \
    grt_usage_pct 35.06 \
    power.density_nw_per_um2 92.69 \
    core_sq_um 12820 \
    place_hpwl_um 19150 \
    port_buffers 56 \
    dieArea_sq_um 13820 \
    die_width_um 117.6 \
    worstPathRequired_ns 6.16 \
    netlist_area_sq_um 5343 \
    antenna_found_initial 0 \
    viasPerCell 6.363 \
    grt_util_met3_pct 6.522 \
    slowest_delay_ns 0.45 \
    io_pins 57 \
    grt_max_degree 81 \
    cp-end-kind "output port" \
    clkPwrFrac_pct 0 \
    use_met1_pct 51.37 \
    drtPass1Iterations 6 \
    synth_cell_types 93 \
    seq_cell_count 0 \
    cpMaxStageDelayCell "clkdlybuf4s50_1" \
    ir_drop_uv 65.35 \
    final_max_slew_viol_count 0 \
    worstHoldStart "B[0]" \
    fin_crit_sh_pct 97.16 \
    ant_nets 0 \
    ys_area_sq_um 5343 \
    cts_hold_buf 0 \
    outcome "completed" \
    clockBufferCount 0 \
    path_class "in -> out" \
    warnings 49 \
    internal_power_w 0.0002613 \
    layout_top_cell "nand2_1" \
    path_cells "dlygate4sd2_1 > xnor2_1 > buf_4 > inv_1 > ha_2 > o21bai_4 > a21oi_2 > o21ba_2 > o21ai_1 > a211o_1 > a31o_4 > fa_2 > fa_1 > inv_1 > fa_1 > mux2i_1 > o21ai_1 > a221o_1 > a31oi_1 > buf_4 > clkdlybuf4s50_1" \
    p_total_w 0.0005919 \
    grt-ovfl-total 0 \
    power.leakage_nw 2.682 \
    core.rowCount 41 \
    routedWlPerCell_um 23.33 \
    min_path_type "in -> out" \
    drt_first_iter_violations 640 \
    max-cap-violations 0 \
    drive_gt1_share_pct 17.87 \
    seqCellArea_sq_um 0 \
    p_seq_share_pct 0 \
    p_sw_share_pct 55.85 \
    ys_cells 776 \
    grt_pass1_wl_um 36480 \
    max_slew.worst_pin.slew_ns 1.029 \
    grt.busiest_layer "met2" \
    num_vias 6471 \
    first_global_vias 6035 \
    fp_util_pct 41.66 \
    dieHeight_um 117.6 \
    globalplace.congestion 1.018 \
    grt_use_met2_pct 51.89 \
    start_kind "primary input" \
    cp-startpoint "A[1]" \
    synth_seq_share_pct 0 \
    postSynthAreaPerCell_sq_um 6.885 \
    drt-total-wl_um 23730 \
    area_growth_pct 19.53 \
    worst_ep_arrival_time_ns 5.94 \
    p_switching_w 0.0003306 \
    lay_top_cells "nand2_1 (87), buf_4 (79), nor2_1 (64)" \
    fin_crit_ns 7.481 \
]
==> per-layer routing <==
metal  vias up  part of all wire, %  wire, um
met5         -                    0         0
met4         0                  4.2      1007
met3        50                  9.4      2223
met2       339                   42     10050
met1      3046                   44     10450
li1       3036                    -         -
==> synth_stat cells (9+ instances only) <==
cell type,n,area [sq um]
mux2i_1,13,130.1
nor2b_1,14,87.58
a21oi_1,37,185.2
nor3_1,15,75.07
o211ai_1,17,127.6
nand2_1,88,330.3
a221oi_1,9,78.83
nand3_1,25,125.1
nor2_1,65,244.0
buf_6,9,101.4
a211oi_1,14,105.1
clkbuf_1,16,60.06
nand2b_1,24,150.1
xor2_1,27,236.5
inv_1,59,221.5
a22oi_1,9,67.56
buf_2,29,145.1
fa_1,12,240.2
a31oi_1,15,93.84
o221ai_1,9,78.83
ha_1,32,400.4
o21ai_0,48,240.2
a311oi_1,9,78.83
mux4_2,12,270.3
==> through the flow <==
| step | TNS [ns] | instance area [sq um] | setup WS [ns] | util (%) | cells |
|---|---|---|---|---|---|
| 2_1_floorplan | 0 | 5371 | 0.007082 | - | 776 |
| 3_3_place_gp | -0.9402 | 6279 | -0.4938 | 48.96 | 1014 |
| 3_5_place_dp | -1.065 | 6279 | -0.5492 | 48.96 | 1014 |
| 4_1_cts | 0 | 6311 | 0.005582 | 49.21 | 1016 |
| 5_1_grt | -0.0004166 | 6386 | -0.0004166 | 49.80 | 1017 |
| 6_report | 0 | 6386 | 0.2189 | 49.80 | 1017 |
==> final timing paths <==
path,to,cells after the start
worst max-delay path,Out[14],21
worst min-delay path,Zero,8
==> power by group through the flow <==
stage	registers, W	clock network (W)	logic, W
CTS	0	0	0.000575
global route	0	0	0.000645
finish	0	0	0.000592
==> worst max-delay path: cells and delay by family <==
kind | cells | cell delay [ns]
buffers and inverters | 6 | 1.12
xor gates and xnor gates | 1 | 0.16
adders and majority gates | 4 | 1.27
muxes | 1 | 0.14
AOI/OAI and AO/OA | 9 | 1.70
==> final cells by class <==
class | count | area [sq um]
Multi-Input combinational cell | 645 | 4790
Timing Repair Buffer | 136 | 1141
Inverter | 64 | 240.2
Fill cell | 1295 | 6439
Tap cell | 172 | 215.2
==> logic make-up after synthesis <==
logic type | after synthesis | synth area share [%]
AND-OR/OR-AND | 272 | 37.71
multiplexers | 29 | 8.337
buffers and inverters | 131 | 12.18
adder cells (fa/ha/maj) | 44 | 11.99
XOR/XNOR | 33 | 5.410
AND/OR/NAND/NOR | 267 | 24.38
==> what timing repair did <==
action                                  CTS  global route
setup buffers                             2             1
gates cloned                              0             0
endpoints found under the setup margin    4             4
pin swaps                                 5            15
gates resized                            12            27
No activity file was given, so power comes from the tool's default toggle rates.
